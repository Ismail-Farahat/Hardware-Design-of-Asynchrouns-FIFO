==> /design/flow/design.v <==
`timescale 1ns / 1ps
module FIFO_TOP #(
    parameter DEPTH = 16,
    parameter WIDTH = 8 
    ) (
    input   wire                    i_wclk,
    input   wire                    i_rclk,
    input   wire                    i_wrst_n,
    input   wire                    i_rrst_n,
    input   wire                    i_winc,
    input   wire                    i_rinc,
    input   wire    [WIDTH-1 : 0]   i_data_in,
    output  wire    [WIDTH-1 : 0]   o_data_out,
    output  wire                    o_full,
    output  wire                    o_empty
    );
    localparam PTR_W = $clog2(DEPTH);
    wire            [PTR_W   : 0]   b_rptr;
    wire            [PTR_W   : 0]   g_rptr;
    wire            [PTR_W   : 0]   g_rptr_sync;
    wire            [PTR_W   : 0]   b_wptr;
    wire            [PTR_W   : 0]   g_wptr;
    wire            [PTR_W   : 0]   g_wptr_sync;
    fifo_mem #(
        .DEPTH(DEPTH),
        .PTR_W(PTR_W),
        .WIDTH(WIDTH)
                                ) MEM (
        .i_wclk(i_wclk),
        .i_winc(i_winc),
        .i_full(o_full),
        .i_b_rptr(b_rptr),
        .i_b_wptr(b_wptr),
        .i_data_in(i_data_in),
        .o_data_out(o_data_out)
    );
    sync #(
        .DATA_WIDTH(PTR_W+1) 
                                ) R2W_SYNC (
        .i_clk(i_wclk),
        .i_rst_n(i_wrst_n),
        .i_un_sync_data(g_rptr),
        .o_sync_data(g_rptr_sync)
    );
    sync #(
        .DATA_WIDTH(PTR_W+1) 
                                ) W2R_SYNC (
        .i_clk(i_rclk),
        .i_rst_n(i_rrst_n),
        .i_un_sync_data(g_wptr),
        .o_sync_data(g_wptr_sync)
    );
    wr_ptr_handler #(
        .DEPTH(DEPTH),
        .PTR_W(PTR_W)
                                ) WR_PTR (
        .i_wclk(i_wclk),
        .i_wrst_n(i_wrst_n),
        .i_winc(i_winc),
        .i_g_rptr_sync(g_rptr_sync),
        .o_g_wptr(g_wptr),
        .o_b_wptr(b_wptr),
        .o_full(o_full)
    );
    rd_ptr_handler #(
        .DEPTH(DEPTH),
        .PTR_W(PTR_W)
                                ) RD_PTR (
        .i_rclk(i_rclk),
        .i_rrst_n(i_rrst_n),
        .i_rinc(i_rinc),
        .i_g_wptr_sync(g_wptr_sync),
        .o_g_rptr(g_rptr),
        .o_b_rptr(b_rptr),
        .o_empty(o_empty)
    );
endmodule
`timescale 1ns / 1ps
module fifo_mem #(
    parameter DEPTH = 16,
    parameter PTR_W = $clog2(DEPTH),
    parameter WIDTH = 8
    ) (
    input   wire                        i_wclk,
    input   wire                        i_winc,
    input   wire                        i_full,
    input   wire    [PTR_W   : 0]       i_b_rptr,
    input   wire    [PTR_W   : 0]       i_b_wptr,
    input   wire    [WIDTH-1 : 0]       i_data_in,
    output  wire    [WIDTH-1 : 0]       o_data_out
    );
    reg             [WIDTH-1 : 0]       mem         [0 : DEPTH-1];
    always @(posedge i_wclk)
    begin            
        if(i_winc & ~i_full)
            mem[i_b_wptr[PTR_W-1 : 0]] <= i_data_in;
    end
assign o_data_out = mem[i_b_rptr[PTR_W-1 : 0]];
endmodule
`timescale 1ns / 1ps
module rd_ptr_handler #(
    parameter DEPTH = 16,
    parameter PTR_W = $clog2(DEPTH)
    ) (
    input   wire                    i_rclk,
    input   wire                    i_rrst_n,
    input   wire                    i_rinc,
    input   wire    [PTR_W : 0]     i_g_wptr_sync,
    output  reg     [PTR_W : 0]     o_g_rptr,
    output  reg     [PTR_W : 0]     o_b_rptr,
    output  reg                     o_empty
    );
    wire            [PTR_W : 0]     b_rptr,
                                    g_rptr;
    wire                            empty;
    always @(posedge i_rclk, negedge i_rrst_n)
    begin
        if(~i_rrst_n) begin
            o_b_rptr <=  'b0;
            o_g_rptr <=  'b0;
            o_empty  <= 1'b0;
        end
        else begin
            o_b_rptr <= b_rptr;
            o_g_rptr <= g_rptr;
            o_empty  <= empty;
        end
    end
    assign b_rptr = o_b_rptr + (i_rinc & ~o_empty);
    assign g_rptr = b_rptr ^ (b_rptr>>1);  
    assign empty = (i_g_wptr_sync == g_rptr);
endmodule
`timescale 1ns / 1ps
module sync #(
    DATA_WIDTH = 8
    ) (
    input   wire                            i_clk,
    input   wire                            i_rst_n,
    input   wire    [DATA_WIDTH-1 : 0]      i_un_sync_data,
    output  wire    [DATA_WIDTH-1 : 0]      o_sync_data
    );
    reg             [DATA_WIDTH-1 : 0]      sync1, 
                                            sync2;
    always @(posedge i_clk, negedge i_rst_n)
    begin
        if(~i_rst_n) begin
            sync1 <= 'b0;
            sync2 <= 'b0;
        end
        else begin
            sync1 <= i_un_sync_data;
            sync2 <= sync1;
        end
    end
    assign o_sync_data = sync2;
endmodule
`timescale 1ns / 1ps
module wr_ptr_handler #(
    parameter DEPTH = 16,
    parameter PTR_W = $clog2(DEPTH)
    ) (
    input   wire                    i_wclk,
    input   wire                    i_wrst_n,
    input   wire                    i_winc,    
    input   wire    [PTR_W : 0]     i_g_rptr_sync,
    output  reg     [PTR_W : 0]     o_g_wptr,
    output  reg     [PTR_W : 0]     o_b_wptr,
    output  reg                     o_full
    );
    wire            [PTR_W : 0]     b_wptr,
                                    g_wptr;
    wire                            full;
    always @(posedge i_wclk, negedge i_wrst_n)
    begin
        if(~i_wrst_n) begin
            o_b_wptr <=  'b0;
            o_g_wptr <=  'b0;
            o_full   <= 1'b0;
        end
        else begin
            o_b_wptr <= b_wptr;
            o_g_wptr <= g_wptr;
            o_full   <= full;
        end
    end
    assign b_wptr = o_b_wptr + (i_winc & ~o_full);
    assign g_wptr = b_wptr ^ (b_wptr>>1);  
    assign full = (i_g_rptr_sync == {~g_wptr[PTR_W:PTR_W-1], g_wptr[PTR_W-2:0]});
endmodule
==> /design/flow/run.sh <==
#!/bin/bash
# OpenROAD 26Q1-2900-gdf79404cd8, Yosys 0.63+post, stock flow scripts
make -C /OpenROAD-flow-scripts/flow DESIGN_CONFIG=/design/flow/config.mk WORK_HOME=/design/flow/orfs finish
==> /design/flow/config.mk <==
export PLATFORM = sky130hd
export DESIGN_NAME = FIFO_TOP
export DESIGN_NICKNAME = FIFO_TOP
export VERILOG_FILES = /design/flow/design.v
export SDC_FILE = /design/flow/constraint.sdc
export NUM_CORES = 4
export LEC_CHECK = 1
export CORE_UTILIZATION = 50
==> /design/flow/constraint.sdc <==
current_design FIFO_TOP

set clk_period 6.1
set clk_io_pct 0.2

create_clock -name clk0 -period $clk_period [get_ports {i_rclk}]
create_clock -name clk1 -period $clk_period [get_ports {i_wclk}]

set non_clock_inputs [all_inputs -no_clocks]
set_input_delay [expr $clk_period * $clk_io_pct] -clock clk0 $non_clock_inputs
set_output_delay [expr $clk_period * $clk_io_pct] -clock clk0 [all_outputs]
==> PnR_summary.wiki <==
== Flow metrics ==
{| class="wikitable"
! Metric !! Value
|-
| Result of the run || finished, final reports clean
|-
| Count of standard-cell rows || 41
|-
| P&R area growth vs syn || 17.3%
|-
| Overall Power || 3.89 mW
|-
| Non-filler cells in the finished layout || 579
|-
| Tally of OpenROAD warnings || 26
|-
| Yosys reg bits || 168
|-
| Number of max-slew violations in the final report || 0
|-
| Cell variety after synth || 34
|-
| Number of global-route vias before repair || 3307
|-
| Horizontal extent of the die || 116 um
|-
| Layout cells sized above 1 || 0.170
|-
| Resize count post-CTS || 0
|-
| Total count of hold-check failures in the final report || 0
|-
| Critical Path AT || 2.80 ns
|-
| CTS tree || built
|-
| Yosys warning total || 4
|-
| Total standard cell area after synthesis || 0.00647 mm2
|-
| Worst slack, placed || 2.37 ns
|-
| Final clock skew || 0.00825 ns
|-
| Post-CTS Hold Fix Bufs || 0
|-
| Power Density || 512 mW/mm2
|-
| Ordered list of cells on the worst path || buf_4 > buf_4 > mux2i_1 > a221oi_1 > o21ai_0 > nand2_1 > clkdlybuf4s50_1
|-
| Final TNS setup || 0 ns
|-
| Final setup violating endpoints || 0
|-
| Port Buf Inserts || 22
|-
| Dominant Register Cell || edfxtp_1
|-
| Max Cap Violations || 0
|-
| Post-synth top cells || edfxtp_1, dfrtp_1, mux2i_1
|-
| Post-DR wirelength/cell || 20.3 um
|-
| Antenna viol nets, final || 0
|-
| Total placed instance area || 0.00692 mm2
|-
| Post-route standard cell area excluding fillers || 0.00759 mm2
|-
| Most used cell, CP || buf_4
|-
| TritonCTS Sinks || 168
|-
| Die outline area || 0.0134 mm2
|-
| Min-Delay Endpoint || R2W_SYNC.sync1[3]
|-
| Combinational gate area || 0.00150 mm2
|-
| Required time of the critical path || 4.88 ns
|-
| Cell at the slowest stage of the critical path || clkdlybuf4s50_1
|-
| Yosys stat area || 0.00647 mm2
|-
| Slew Limit Headroom || 0.439
|-
| Worst IR Drop VDD || 0.212 mV
|-
| Transition time at the pin with the least slew margin || 0.839 ns
|-
| Start point of the worst hold path || RD_PTR.o_g_rptr[3]
|-
| Post-detail-place hpwl || 7.35 mm
|-
| Chip Height || 116 um
|-
| Post-Route Hold Slack || 0.213 ns
|-
| Count of filler cells inserted in the layout || 938
|-
| Antenna diode count || 0
|-
| Post-CTS setup buffers || 0
|-
| GRT Total Usage || 0.212
|-
| Cell taking the most area after synthesis || edfxtp_1
|-
| RSZ-0062 raised after global routing || no
|-
| Proportion of netlist area held by the largest area contributor || 0.594
|-
| Remaining design rule violation count || 0
|-
| # Cells Yosys || 351
|-
| Total number of vias || 3131
|-
| Cell with the most instances after synthesis || edfxtp_1
|-
| Drt via density || 5.41
|-
| Worst Setup Path Type || flip-flop to output pin
|-
| Sequential fraction of the synthesis area || 0.748
|-
| Wire length of the first global-routing pass || 18.2 mm
|-
| Final WL || 11.8 mm
|-
| Count of flip-flops with a built-in enable after synthesis || 128
|-
| Synthesized area per cell || 18.4 um2
|-
| Kind of path behind the tightest hold check || flip-flop to flip-flop
|-
| Antenna violations before repair || 1
|-
| Final estimated routing congestion in global placement || 0.795
|-
| Register-to-register setup slack || 3.71 ns
|-
| Number of cells on the worst reg-to-reg path || 7
|-
| Placed cell count || 543
|-
| Async set-or-reset flop fraction in the synthesized netlist || 0.238
|-
| Reg2Reg Launch Point || RD_PTR.o_b_rptr[0]
|-
| Kind of capture point of the worst setup path || output pin
|-
| Critical path startpoint || RD_PTR.o_b_rptr[0]
|-
| LEAKAGE || 2.74 nW
|-
| Post-layout worst setup margin || 2.08 ns
|-
| TritonRoute pass-1 iters || 5
|-
| Maximum number of pins on one net before global-route repair || 31
|-
| Synth top area cells || edfxtp_1, dfrtp_1, mux4_2
|-
| Clk pin slew, worst setup/hold paths || 0.05 ns
|-
| Placeable Area || 0.0126 mm2
|-
| I/O pins || 24
|-
| FF+latch area || 0.00485 mm2
|-
| Peak fanout along the critical path || 30
|-
| Critical path's largest stage delay || 0.48 ns
|-
| Fp util || 0.513
|-
| Violation count after the first detailed-routing iteration || 206
|-
| FF-to-FF End || RD_PTR.o_empty
|-
| Worst hold stages || 0
|-
| Overflow left after global routing || 0
|-
| Cells after synthesis || 351
|-
| Post-Route Utilization || 0.602
|-
| Launching element type of the critical path || flip-flop
|}
cells by family (layout without fill, tap and decap cells):
group                      Yosys count  after routing  synth area share
AOI/OAI and AO/OA                   35             35            0.0417
adders and majority gates            4              4           0.00773
buffers and inverters               24             80            0.0197
muxes                               48             48             0.105
DFF                                168            168             0.748
xor gates and xnor gates            25             25            0.0415
and+or+nand+nor                     47             47            0.0359
power breakdown:
part	internal [mW]	switching, mW
Clock	0.727	0.432
Combinational	0.554	0.586
Sequential	1.46	0.130
Total	2.74	1.15
layer usage:
metal,up-vias,global-route usage,part of all wire
met5,-,0.0370,0
met4,0,0.0359,0.018
met3,19,0.147,0.14
met2,153,0.274,0.43
met1,1510,0.330,0.41
li1,1449,-,-
how the worst max path moves through the flow:
stage                   end  slack [ns]  depth (start not counted)
CTS           o_data_out[3]        2.08                          7
finish        o_data_out[3]        2.08                          7
global route  o_data_out[3]        1.85                          7
placed cells by master, fill, tap and decap left out, types with 2 or more instances in the layout:
cell type        Yosys  final
edfxtp_1           128    128
dfrtp_1             40     39
mux2i_1             32     32
clkdlybuf4s50_1      0     22
clkbuf_16            0     20
a221oi_1            16     16
mux4_2              16     16
nor2_1              15     15
buf_4                2     15
xor2_1              12     12
nand2_1             11     11
xnor2_1              9      9
a22oi_1              8      8
o21ai_0              8      8
inv_1                6      6
clkinv_1             1      5
nand3_1              5      5
nor3_1               4      4
ha_1                 4      4
nand2b_1             3      3
or3_1                3      3
bufinv_16            0      3
a21boi_0             2      2
xnor3_1              2      2
inv_6                0      2
clkinv_2             0      2
clkinvlp_4           0      2
clkinv_4             0      2
sequential cells by signal, indices dropped and copies added, names as in the netlist:
name,cells
R2W_SYNC.sync2,5
WR_PTR.o_full,1
RD_PTR.o_g_rptr,5
W2R_SYNC.sync2,5
WR_PTR.o_b_wptr,4
W2R_SYNC.sync1,5
RD_PTR.o_empty,1
WR_PTR.o_g_wptr,5
MEM.mem,128
RD_PTR.o_b_rptr,4
R2W_SYNC.sync1,5
critical path: cells and delay by family (launching register included):
kind	cells	cell delay, ns
compound gates	2	0.53
buf+inv	3	1.38
flops	1	0.33
mux	1	0.13
simple gates	1	0.14
final cells by class:
| cell class | instances | area share |
|---|---|---|
| Clock buffer | 21 | 0.0664 |
| Clock inverter | 15 | 0.0218 |
| Inverter | 7 | 0.00346 |
| Multi-Input combinational cell | 159 | 0.198 |
| Sequential cell | 168 | 0.638 |
| Tap cell | 172 | 0.0283 |
| Timing Repair Buffer | 37 | 0.0438 |
No activity file was given, so power comes from the tool's default toggle rates.
